==> flow/design.v <==
module ahb_slave_adapter #(
    parameter int DATA_WIDTH = 32,
    parameter int ADDR_WIDTH = 32
) (
    input  logic                   hclk,
    input  logic                   hresetn,
    input  logic [ADDR_WIDTH-1:0]  haddr,
    input  logic [2:0]             hburst,
    input  logic                   hready,
    input  logic [2:0]             hsize,
    input  logic [1:0]             htrans,
    input  logic [DATA_WIDTH-1:0]  hwdata,
    input  logic                   hwrite,
    output logic [DATA_WIDTH-1:0]  hrdata,
    output logic                   hreadyout,
    output logic [1:0]             hresp,
    output logic                   con_wr,
    output logic                   con_rd,
    output logic [ADDR_WIDTH-1:0]  con_waddr,
    output logic [ADDR_WIDTH-1:0]  con_raddr,
    output logic [DATA_WIDTH-1:0]  con_wdata,
    input  logic [DATA_WIDTH-1:0]  con_rdata,
    output logic                   con_rd_ack,
    input  logic                   con_wr_ack,
    input  logic                   con_slverr
);
  typedef enum logic [1:0] {IDLE, ADDR, DATA} state_t;
  state_t state, next_state;
  logic [ADDR_WIDTH-1:0]      addr_reg;
  logic [2:0]                 size_reg;
  logic [2:0]                 burst_reg;
  logic                       write_reg;
  logic [7:0]                 beats_rem;
  wire transfer_req = (htrans == 2'b10) || (htrans == 2'b11);
  logic [7:0] burst_len;
  always_comb begin
    unique case (hburst)
      3'b000: burst_len = 8'd1;
      3'b001: burst_len = 8'd0;  
      3'b010, 3'b011: burst_len = 8'd4;
      3'b100, 3'b101: burst_len = 8'd8;
      3'b110, 3'b111: burst_len = 8'd16;
      default: burst_len = 8'd1;
    endcase
  end
  logic [ADDR_WIDTH-1:0] next_addr;
  always_comb begin
    next_addr = addr_reg;
    if (burst_reg != 3'b000) begin
      case (size_reg)
        3'b000: next_addr = addr_reg + 1;
        3'b001: next_addr = addr_reg + 2;
        default: next_addr = addr_reg + 4;
      endcase
    end
  end
  assign con_waddr  = addr_reg;
  assign con_raddr  = addr_reg;
  assign con_wdata  = hwdata;
  assign con_wr      = (state == DATA) && write_reg && hready;
  assign con_rd      = (state == DATA) && !write_reg && hready;
  assign con_rd_ack  = con_rd;
  always_comb begin
    next_state = state;
    hreadyout  = 1'b1;
    hresp      = 2'b00;
    case (state)
      IDLE: begin
        if (transfer_req && hready) begin
          next_state = ADDR;
          hreadyout  = 1'b1;
        end
      end
      ADDR: begin
        next_state = DATA;
      end
      DATA: begin
        if (write_reg && !con_wr_ack) begin
          hreadyout = 1'b0;
        end
        if ((!write_reg && con_rd_ack) || (write_reg && con_wr_ack)) begin
          if (beats_rem > 1) begin
            next_state = ADDR;
          end else begin
            next_state = IDLE;
          end
        end
      end
    endcase
  end
  always_ff @(posedge hclk or negedge hresetn) begin
    if (!hresetn) begin
      state       <= IDLE;
      addr_reg    <= '0;
      size_reg    <= 3'b010;
      burst_reg   <= 3'b000;
      write_reg   <= 1'b0;
      beats_rem   <= 8'd0;
      hrdata      <= '0;
    end else begin
      state <= next_state;
      if (state == ADDR && transfer_req && hready) begin
        addr_reg   <= haddr;
        size_reg   <= hsize;
        burst_reg  <= hburst;
        write_reg  <= hwrite;
        if (hburst == 3'b001)
          beats_rem <= 8'hFF;
        else
          beats_rem <= burst_len;
      end
      if (state == DATA && hready) begin
        if ((write_reg && con_wr_ack) || (!write_reg && con_rd_ack)) begin
          beats_rem <= beats_rem - 8'd1;
          addr_reg  <= next_addr;
        end
        if (!write_reg && con_rd_ack) begin
          hrdata <= con_rdata;
        end
      end
    end
  end
endmodule
==> flow/run.sh <==
#!/bin/bash
# OpenROAD 26Q1-2900-gdf79404cd8, Yosys 0.63+post, stock flow scripts
make -C /OpenROAD-flow-scripts/flow DESIGN_CONFIG=/design/flow/config.mk WORK_HOME=/design/flow/orfs finish
==> flow/config.mk <==
export PLATFORM = sky130hd
export DESIGN_NAME = ahb_slave_adapter
export DESIGN_NICKNAME = ahb_slave_adapter
export VERILOG_FILES = /design/flow/design.v
export SDC_FILE = /design/flow/constraint.sdc
export NUM_CORES = 4
export LEC_CHECK = 1
export CORE_UTILIZATION = 50
==> flow/constraint.sdc <==
current_design ahb_slave_adapter

set clk_period 9.3
set clk_io_pct 0.2

create_clock -name clk0 -period $clk_period [get_ports {hclk}]

set non_clock_inputs [all_inputs -no_clocks]
set_input_delay [expr $clk_period * $clk_io_pct] -clock clk0 $non_clock_inputs
set_output_delay [expr $clk_period * $clk_io_pct] -clock clk0 [all_outputs]
==> impl_metrics.ini <==
; implementation run metrics
[placed_design]
dp_cells = 786
dp_hpwl_mm = 10.4
place.gp.congestion = 0.946
port_buffers = 175

[final_timing]
fin_setup_tns_ns = 0
whs_ns = 0.479
fmax_mhz = 182
period_needed_ns = 5.48
final.setup_skew_ns = 0.0137
fin_crit_sh_pct = 59.0
setup_viol = 0
slew_viol_final = 0
worst_pin_slew_ns = 0.912
relSlewSlack_pct = 38.8
rsz0062_at_grt = false
final_hold_viol_count = 0

[power_and_ir_drop]
leakage_nw = 2.79
p_per_area_nw_per_um2 = 95.5
max-vdd-ir-drop_v = 0.0000598
finalPower_mw = 0.635

[cts]
htreeDepth = 3
ctsLongestPathBuffers = 2
clock-sinks = 82
cts_buffers = 9
root_buffer = clkbuf_8
postCtsSetupBuffers = 0
cts_hold_buf = 0
cts_tree = done
path_clk_slew_ns = 0.09
worstSkewPairLatency_ns = 0.35
cts_resized = 0

[synth]
top_area_cell = dfrtp_1
yosys_cells = 564
synth_chip_area_sq_um = 5130
topCellsByArea = dfrtp_1, buf_4, mux2_2
synth_cells = 564
syn_avg_cell_area_sq_um = 9.10
yosysMostFrequentCell = dfrtp_1
common_cells = dfrtp_1, nand2_1, buf_4
yosys_most_used_dff = dfrtp_1
yosys.stat.seqShare_pct = 40.0
synth_area_sq_um = 5130
yosysWarnings = 1
async_flop_share_pct = 100
yosysTopAreaCellShare_pct = 39.0
ys.flops = 82
synthDistinctLibCells = 69
edf_count = 0

[worst_setup_path]
cp_slowest_cell = clkdlybuf4s50_1
critPathKind = input port to primary output
path_max_fanout = 34
arrival_ns = 3.62
cp_top_family = buffers and inverters
crit_path_frequent_cell = clkdlybuf4s50_1
crit_chain = clkdlybuf4s50_1, nand2_2, nor2_2, buf_4, clkdlybuf4s50_1
cp.required_ns = 7.44
cp_slowest_stage_delay_ns = 0.59
cp-start-kind = input port
cp.buffers_inverters = 3
cp-end-kind = primary output

[flow_run]
cap_violations = 0
tool_warnings = 30

[cells_and_area]
register_area_sq_um = 2050
logic_area_sq_um = 2450
syn2layout_area_growth_pct = 29.7
drive_gt1_share_pct = 11.1
fillers = 760
stdcell_count = 802

[drt]
drt_pass1_iterations = 5
drc = 0
vias = 4717
wl_per_cell_um = 17.9
wl_mm = 14.4
drt_iter0_markers = 242
drtAntennaViolNets = 0
viasPerCell = 5.88
n_antenna_cell = 0

[grt]
grt_pass1_wl_mm = 21.9
track_usage_pct = 27.5
antenna_found_initial = 0
grt_pass1_vias = 4225
grt_overflow = 0
grt_start_max_net_pins = 58

[die]
dieArea_sq_um = 10700
die_width_um = 103
fp_util_pct = 52.0
coreArea_sq_um = 9860
num_rows = 36
io_pins = 244
dieHeight_um = 103

[worst_hold_path]
min_path_type = register to register

[outcome]
status = finished clean
[per-stage QoR]
stage | util [%] | setup slack, ns | cell area [sq um]
floorplan | - | 4.75 | 5140
global placement | 65.7 | 3.86 | 6480
detailed placement | 65.7 | 3.78 | 6480
CTS | 67.5 | 3.79 | 6660
global route | 67.5 | 3.68 | 6660
finish | 67.5 | 3.82 | 6660
[logic make-up after synthesis]
kind of cell	Yosys count	synth area share, %
AND-OR/OR-AND	119	15.8
XOR/XNOR	4	0.683
adder cells (fa/ha/maj)	6	1.46
buffers and inverters	97	12.3
flip-flops	82	40.0
multiplexers	36	7.80
other	1	0.0731
AND/OR/NAND/NOR	219	21.8
[cell type report]
class,count,share of cell area (%)
clock buffers,10,1.92
clock inverters,6,0.733
inverters,5,0.282
multi-input cells,386,36.8
flip-flops and latches,82,30.9
well taps,133,2.50
repair buffers,180,26.8
[per-layer routing]
layer | up-vias | GRT usage (%) | wire (um) | share of wire [%]
li1 | 2197 | - | - | -
met1 | 2249 | 43.9 | 6400 | 45
met2 | 252 | 41.3 | 6510 | 45
met3 | 19 | 5.19 | 1270 | 8.8
met4 | 0 | 4.01 | 174 | 1.2
met5 | - | 0 | 0 | 0
[placed cells by master, fill, tap and decap left out, types with 6 or more instances in the layout]
cell	synthesis	layout
a211oi_1	7	7
nor4_1	7	7
buf_4	68	6
clkbuf_8	0	9
clkdlybuf4s50_1	0	174
o21ai_0	23	23
dfrtp_1	80	80
nand3_1	24	24
nor2_1	42	41
or3_1	7	7
o211ai_1	7	7
and3_1	10	10
mux2_2	32	32
nor3_1	16	16
nand2_1	73	73
ha_1	6	6
nand4_1	12	12
a21oi_1	25	25
[power by group]
group / total (mW) / switching, mW / leakage [nW] / internal (mW)
clock: 0.238 / 0.138 / 0.0795 / 0.0995
sequential: 0.356 / 0 / 1.13 / 0.356
combinational: 0.0413 / 0.0132 / 1.57 / 0.0280
[worst reg2reg max path, stage by stage, from the launching register on]
cell	delay, ns
dfrtp_1	0.55
ha_1	0.42
o21ai_0	0.20
o21ai_2	0.32
nand2_1	0.19
nor4_1	0.59
a31oi_1	0.17
o21a_1	0.13
[worst paths after layout]
path                                              start                  endpoint  slack, ns  depth (start not counted)
worst max-delay path                             hready                    con_rd       3.82                          5
worst min-delay path                 state[2]$_DFF_PN0_        state[1]$_DFF_PN0_       0.48                          1
worst max register to register  addr_reg[2]$_DFFE_PN0P_  addr_reg[27]$_DFFE_PN0P_       6.63                          7
worst min register to register       state[2]$_DFF_PN0_        state[1]$_DFF_PN0_       0.48                          1
max in group asynchronous                       hresetn    hrdata[29]$_DFFE_PN0P_       6.85                          2
min in group asynchronous                       hresetn   addr_reg[6]$_DFFE_PN0P_       1.40                          1
Power figures rest on the tool's default switching activity, not on a simulated workload.
